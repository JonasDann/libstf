File: /design/flow/design.v
`timescale 1ns / 1ps
module MurMurHasher #(
    parameter integer KEY_WIDTH = 32,  
    parameter integer HASH_WIDTH = 32
) (
    input logic clk,
    input  logic[KEY_WIDTH - 1:0] i_data,
    output logic o_data_ready,
    output logic[HASH_WIDTH - 1:0] o_data,
    input  logic i_data_ready
);
logic[KEY_WIDTH - 1:0] key_0, bitshift_key_0, xor_key_0,
                       key_2, bitshift_key_2, xor_key_2,
                       key_4, bitshift_key_4, xor_key_4;
logic[2 * KEY_WIDTH - 1:0] mult_key_1, mult_key_3;
always_comb begin
    key_0 = i_data;
    key_2 = mult_key_1[KEY_WIDTH - 1:0];
    key_4 = mult_key_3[KEY_WIDTH - 1:0];
end
always_comb begin
    bitshift_key_0 = (KEY_WIDTH == 32) ? (key_0 >> 16) : (key_0 >> 33);
    bitshift_key_2 = (KEY_WIDTH == 32) ? (key_2 >> 13) : (key_2 >> 33);
    bitshift_key_4 = (KEY_WIDTH == 32) ? (key_4 >> 16) : (key_4 >> 33);
end
always_ff @(posedge clk) begin
    if(i_data_ready) begin
        xor_key_0  <= key_0 ^ bitshift_key_0;
        mult_key_1 <= (KEY_WIDTH == 32) ? (xor_key_0 * 32'h85ebca6b) : (xor_key_0 * 64'hff51afd7ed558ccd);
        xor_key_2  <= key_2 ^ bitshift_key_2;
        mult_key_3 <= (KEY_WIDTH == 32) ? (xor_key_2 * 32'hc2b2ae35) : (xor_key_2 * 64'hc4ceb9fe1a85ec53);
        xor_key_4 <= key_4 ^ bitshift_key_4;
        o_data <= xor_key_4[HASH_WIDTH - 1:0];
    end else begin
        o_data <= o_data;
    end
end
assign o_data_ready = i_data_ready;
endmodule
File: /design/flow/run.sh
#!/bin/bash
# OpenROAD 26Q1-2900-gdf79404cd8, Yosys 0.63+post, stock flow scripts
make -C /OpenROAD-flow-scripts/flow DESIGN_CONFIG=/design/flow/config.mk WORK_HOME=/design/flow/orfs finish
File: /design/flow/config.mk
export PLATFORM = sky130hd
export DESIGN_NAME = MurMurHasher
export DESIGN_NICKNAME = MurMurHasher
export VERILOG_FILES = /design/flow/design.v
export SDC_FILE = /design/flow/constraint.sdc
export NUM_CORES = 4
export LEC_CHECK = 1
export CORE_UTILIZATION = 50
File: /design/flow/constraint.sdc
current_design MurMurHasher

set clk_period 12.2
set clk_io_pct 0.2

create_clock -name clk0 -period $clk_period [get_ports {clk}]

set non_clock_inputs [all_inputs -no_clocks]
set_input_delay [expr $clk_period * $clk_io_pct] -clock clk0 $non_clock_inputs
set_output_delay [expr $clk_period * $clk_io_pct] -clock clk0 [all_outputs]
==> results.yml <==
# generated from flow reports
global_route:
  grt_max_degree: 55
  gr-usage-met1_pct: 34.9
  grt_pass1_vias: 14790
  antenna_found_initial: 0
  grtUsageMet2_pct: 51.4
  grt-ovfl-total: 0
  grt_pass1_wl_microns: 87400
  met3_usage_pct: 4.00
  top_usage_layer: "met2"
  grt_usage_pct: 27.8
setup_path:
  arrival_ps: 7310
  start_kind: "flop"
  required_ps: 12450
  crit_top_cell: "fa_1"
  reg2reg_from: "xor_key_2[7]"
  cp-startpoint: "xor_key_2[7]"
  reg2reg_to: "mult_key_3[31]"
  r2r_slack_ps: 5140
  cpMaxStageDelayCell: "edfxtp_1"
  end_kind: "flop"
  endpoint: "mult_key_3[31]"
  reg2regPathDepth: 22
  worstPathMaxFanout: 6
  cpPeakStageDelay_ps: 570
  path_cells: "ha_1 > fa_1 > fa_1 > inv_1 > fa_1 > inv_1 > fa_1 > fa_1 > fa_1 > inv_1 > fa_1 > inv_1 > ha_1 > a21o_1 > a2111oi_0 > buf_4 > nor3b_1 > a211o_1 > o21ai_1 > o41ai_2 > o21ai_1 > xnor2_1"
  crit_type: "flop to flop"
yosys:
  muxShareOfSynthArea_pct: 0.0421
  synth-seq-cells: 192
  async_flop_share_pct: 0
  xor_area_share_pct: 5.90
  synth-edff-count: 192
  simple_gate_share_pct: 2.13
  syn_area_per_cell_sq_um: 11.7
  synth_area_leader_cell: "fa_1"
  yosys.area.top_type_share_pct: 33.3
  yosysUniqueCellTypes: 50
  ys_cells: 2031
  ys_warn_count: 1
  area_leaders: "fa_1 (33%), edfxtp_1 (24%), ha_1 (20%)"
  synth.most_common_cell: "inv_1"
  ys_seq_share_pct: 24.3
  aoi_share_pct: 3.68
  netlist_area_sq_um: 23800
  syn_inst: 2031
  synthFlopType: "edfxtp_1"
  yosys-top-cells-count: "inv_1 (674), fa_1 (395), ha_1 (380), edfxtp_1 (192), xnor2_1 (95)"
  adder_share_pct: 53.3
  yosys-stat-area_sq_um: 23800
  topCombFamilyByArea: "adder cells"
sta:
  tns_ps: 0
  finalHoldViolations: 0
  slew_headroom_pct: 50.1
  slew_viol_final: 0
  setup_viol: 0
  tightest_slew_ps: 742
  post-route-period-util_pct: 57.9
  fin_crit_ps: 7060
  rsz0062_at_grt: "false"
  fmax_mhz: 142
  fin_worst_skew_ps: 13.2
clock_network:
  cts_sinks: 192
  htreeDepth: 4
  hold_buffers: 0
  root_buffer: "clkbuf_16"
  post_cts_resized: 0
  cts_tree: "built"
  clk_pin_slew_ps: 80
  ctsLongestPathBuffers: 2
  clk_latency_ps: 500
  cts_buffers: 17
  postCtsSetupRepairBufs: 0
detailed_routing:
  vias: 13488
  drt-total-wl_microns: 57600
  antenna-diode-count: 0
  first_pass_iters: 22
  vias_per_cell: 4.92
  post_drt_wl_per_cell_microns: 21.0
  drt-initial-drc-count: 511
  ant_nets: 0
  drc: 0
finish:
  fill_cells: 3972
  area_growth_pct: 8.66
  design_area_sq_um: 25800
  layout-drive-gt1-share_pct: 2.20
placed_design:
  port_buffers: 66
  dpl.hpwl_microns: 51900
  place_area_sq_um: 25200
  gp_congestion: 0.993
min_path:
  min_path_type: "flop to flop"
outcome:
  status: "finished, final reports clean"
floorplan:
  top_level_ports: 67
  initial_core_util_pct: 50.8
  die_w_microns: 220
  rows: 79
  fp.dieH_microns: 220
  core_sq_um: 46800
  dieArea_sq_um: 48400
run:
  warnings: 26
  drv_cap: 0
per-stage QoR:
step,utilization (%),hold slack [ps],instances,worst slack (ps)
5_1_grt,55.2,424,2741,4770
4_1_cts,55.2,423,2741,5080
3_3_place_gp,54.0,401,2709,5130
6_report,55.2,421,2741,5140
2_1_floorplan,-,400,2031,5700
3_5_place_dp,54.0,405,2709,5080
sequential cells by signal (all words and copies together) (netlist names):
signal and flops:
mult_key_1 32, mult_key_3 32, o_data 32, xor_key_0 32, xor_key_2 32, xor_key_4 32
how the worst min path moves through the flow:
| stage | cells after the start | endpoint | slack (ps) | start |
|---|---|---|---|---|
| finish | 0 | o_data[27] | 420 | xor_key_4[27] |
| global route | 0 | o_data[27] | 420 | xor_key_4[27] |
| CTS | 0 | o_data[17] | 420 | xor_key_4[17] |
cells in the final DEF, fill, tap and decap left out, types with 7 or more instances in the layout:
| cell type | count |
|---|---|
| a21o_1 | 16 |
| xnor2_1 | 95 |
| edfxtp_1 | 192 |
| clkbuf_16 | 17 |
| ha_1 | 380 |
| o21a_1 | 10 |
| inv_1 | 674 |
| xor2_1 | 65 |
| fa_1 | 395 |
| nor2_1 | 20 |
| buf_4 | 7 |
| nor3_1 | 12 |
| clkdlybuf4s50_1 | 65 |
| o21ai_0 | 17 |
| a21oi_1 | 41 |
| nand2_1 | 23 |
| o21bai_1 | 10 |
final cells by class:
type                            instances  area [sq um]  share of cell area (%)
Tap cell                              607           759                    2.94
Clock buffer                           18           429                    1.66
Timing Repair Buffer                   73           717                    2.78
Inverter                              674          2530                    9.80
Sequential cell                       192          5770                    22.3
Clock inverter                         14           164                   0.635
Multi-Input combinational cell       1163         15500                    59.9
kinds of logic after synthesis:
logic type / after synthesis
adders and majority gates: 775
buffers and inverters: 676
DFF: 192
xor gates and xnor gates: 160
AOI/OAI and AO/OA: 127
and+or+nand+nor: 100
muxes: 1
per-layer routing:
layer / share of wire (%) / up-vias
met5: 0 / -
met4: 3.6 / 0
met3: 2.9 / 74
met2: 58 / 229
met1: 36 / 6719
li1: - / 6466
worst max-delay path, delay by kind of cell, from the launching register on:
| family | cells | cell delay (ps) |
|---|---|---|
| flops | 1 | 570 |
| compound gates | 6 | 1420 |
| simple gates | 1 | 250 |
| buf+inv | 5 | 380 |
| xor+xnor | 1 | 130 |
| fa+ha+maj | 9 | 4040 |
